`run.sh`:
```
#!/bin/bash
# OpenROAD 26Q1-2900-gdf79404cd8, Yosys 0.63+post, stock flow scripts
make -C /OpenROAD-flow-scripts/flow DESIGN_CONFIG=/design/flow/config.mk WORK_HOME=/design/flow/orfs finish
```
`config.mk`:
```
export PLATFORM = sky130hd
export DESIGN_NAME = serial_scrambler
export DESIGN_NICKNAME = serial_scrambler
export VERILOG_FILES = /design/flow/design.v
export SDC_FILE = /design/flow/constraint.sdc
export NUM_CORES = 4
export LEC_CHECK = 1
export CORE_AREA = 10 10 70 70
export DIE_AREA = 0 0 80 80
```
`constraint.sdc`:
```
current_design serial_scrambler

set clk_period 1.4
set clk_io_pct 0.2

create_clock -name clk0 -period $clk_period [get_ports {clk}]

set non_clock_inputs [all_inputs -no_clocks]
set_input_delay [expr $clk_period * $clk_io_pct] -clock clk0 $non_clock_inputs
set_output_delay [expr $clk_period * $clk_io_pct] -clock clk0 [all_outputs]
```
`design.v`:
```
module serial_scrambler(
		clk,
		rst,
		in_scramble_data,
		out_scramble_data
		);
		input  clk;
		input  rst;
		input  in_scramble_data;   
		output out_scramble_data;  
		reg [6:0] feedback_reg;    
		assign out_scramble_data = feedback_reg[6]^feedback_reg[5]^in_scramble_data;
		always @ (posedge clk)
			if(rst)
				begin
				feedback_reg[6:0] <= 7'b1111111;
				end
			else
				begin
				feedback_reg[6:1] <= feedback_reg[5:0];
				feedback_reg[0] <= feedback_reg[6]^feedback_reg[5]^in_scramble_data;
				end
endmodule
```
==> out/metrics.cfg <==
[clock_tree]
htreeDepth = 1
cts_tree = yes
numCtsBuffers = 3
clk_pin_slew_ns = 0.05
clock_path_buffers = 2
clock_sinks = 7
root_buffer = clkbuf_4
clk_latency_ns = 0.25

[grt]
grt_use_met1 = 0.01403
antenna_found_initial = 0
grt_start_max_net_pins = 6
first_global_vias = 144
top_usage_layer = met3
grt_usage = 0.01485
grt_util_met3 = 0.02500
grt.met2_usage = 0.01445
grt-ovfl-total = 0
grt_pass1_wl_um = 648

[final_layout]
nFillCells = 401
syn2layout_area_growth_pct = 61.11
comb_area_sq_um = 85.08
utilization = 0.1062
final_layout_size_suffix_gt1_frac = 0.5357
largest_reg_flops = 7
seq_area_sq_um = 140.1

[critical_path]
arrival_ns = 0.99
critPathLaunchType = register
crit_fanout = 2
crit_family = flip-flops
critPathSlowestCell = dfxtp_1
crit_chain = xnor2_2, xnor2_1, clkbuf_2
max_stage_delay_ns = 0.32
endpoint_kind = output port
crit_type = register to output port
path_buffers = 1
cp_data_required_time_ns = 1.12

[yosys]
synth_seq_share = 0.6222
async_flop_share = 0
syn_inst = 17
avgSynthCellArea_sq_um = 13.25
ff_type = dfxtp_1
common_cells = dfxtp_1 (7), or2_2 (5)
ys_area_sq_um = 225.2
largest_area_cell = dfxtp_1
ys_warn_count = 1
topCellsByArea = dfxtp_1 (62%), or2_2 (14%), xnor2_2 (7.2%)
ys_cells = 17
edf_count = 0
synth_cell_types = 7
synth_flops = 7
synth_top_cell_by_count = dfxtp_1
yosysTopAreaCellShare = 0.6222
netlist_area_sq_um = 225.2

[final_timing]
fmax_mhz = 786.9
slew_violations = 0
slew_headroom = 0.8914
setup_viol_count_final = 0
rsz0062_at_grt = false
layout_worst_path_cycle_share = 0.9077
finalHoldViolations = 0
skew_ns = 0.0005712
tightest_slew_ns = 0.1620
final.min_clock_period_ns = 1.271
hold_slack_ns = 0.4056

[floorplanning]
rows = 21
die_h_um = 80
coreArea_sq_mm = 0.003416
io_pins = 4
die_area_sq_mm = 0.006400
fp_util = 0.06593
die_width_um = 80

[routing]
n_antenna_cell = 0
final_antenna_net_count = 0
wl_um = 384
num_vias = 143
route.detailed.drc = 0
wl_per_cell_um = 5.189
dr.pass1.iters = 2
drtIter0Drc = 9
via_per_inst = 1.932

[power_and_ir_drop]
ir_worst_vdd_mv = 0.1993
leakage_nw = 0.1375
power-per-cell-area_mw_per_mm2 = 1133

[placed_design]
globalplace.congestion = 0.6145
portBuffers = 3
hpwl_um = 271.7

[run_status]
status = finished clean

[run]
cap_violations = 0
tool_warnings = 25

[worst_hold_path]
hold_path_class = register to register

-- cell usage in the layout, fill, tap and decap left out --
| cell type | netlist | routed |
|---|---|---|
| buf_4 | 0 | 4 |
| clkbuf_1 | 0 | 1 |
| clkbuf_2 | 0 | 1 |
| clkbuf_4 | 0 | 3 |
| clkdlybuf4s50_1 | 0 | 1 |
| dfxtp_1 | 7 | 7 |
| dlygate4sd2_1 | 0 | 1 |
| mux2_4 | 1 | 1 |
| or2_1 | 1 | 1 |
| or2_2 | 5 | 5 |
| or2b_1 | 1 | 1 |
| xnor2_1 | 1 | 1 |
| xnor2_2 | 1 | 1 |
-- layer usage --
| layer | part of all wire | wire length (um) |
|---|---|---|
| met5 | 0 | 0 |
| met4 | 0.021 | 8 |
| met3 | 0.24 | 91 |
| met2 | 0.30 | 116 |
| met1 | 0.43 | 167 |
-- what timing repair did --
action,4_1_cts,5_1_grt
gates resized,2,2
buffers inserted,1,1
pin swaps,2,2
endpoints found under the setup margin,1,1
hold buffers,0,0
-- worst reg2reg max path: stages, from the launching register on --
cell     delay (ns)
dfxtp_1        0.32
xnor2_2        0.15
buf_4          0.13
buf_4          0.12
buf_4          0.12
mux2_4         0.29
-- stage by stage --
step	total power, mW	setup TNS (ns)	setup slack, ns	instances	area, sq um
4_1_cts	0.4210	0	0.02653	73	359.1
6_report	0.4113	0	0.1292	74	362.8
3_5_place_dp	0.2367	-0.4809	-0.4133	68	327.8
2_1_floorplan	0.2194	0	0.4742	17	225.2
3_3_place_gp	0.2357	-0.4602	-0.4013	68	327.8
5_1_grt	0.4498	0	0.03969	74	362.8
-- area by class of cell --
type | count | area share
Timing Repair Buffer | 7 | 0.1483
Sequential cell | 7 | 0.3862
Tap cell | 46 | 0.1586
Clock buffer | 4 | 0.07241
Multi-Input combinational cell | 10 | 0.2345
-- power by group --
part / switching (mW) / internal [mW]
Clock: 0.0686 / 0.108
Sequential: 0.000934 / 0.204
Combinational: 0.00850 / 0.0204
-- path summary, 6_finish.rpt --
check	to	start	cells past startpoint	slack, ns
setup / recovery	out_scramble_data	feedback_reg[6]	3	0.13
hold / removal	feedback_reg[4]	feedback_reg[3]	1	0.41
setup reg to reg	feedback_reg[0]	feedback_reg[6]	5	0.16
hold reg to reg	feedback_reg[4]	feedback_reg[3]	1	0.41
-- kinds of logic (layout without fill, tap and decap cells) --
kind of cell | count (synthesis) | in the layout | synth area share
simple gates | 7 | 7 | 0.2000
flops | 7 | 7 | 0.6222
xor+xnor | 2 | 2 | 0.1111
buf+inv | 0 | 11 | 0
mux | 1 | 1 | 0.06665
No activity file was given, so power comes from the tool's default toggle rates.
